==> ./design.v <==
`timescale 1ns / 1ps
module Keypad(key, Reset, Clk, row, col, code, SSD, AN);
  input [15:0] key;
  input Reset, Clk;
  output [3:0] row, code;
  output [3:0] col;
  output [6:0] SSD;
  output [3:0] AN;
  wire OR_row;
  Key_eff KE (row, col, key);
  assign OR_row=(row[0] | row[1] | row[2] | row[3]);
  Keypad_Scanner KS (col,  OR_row, Reset, Clk);
  Keypad_code KC1 (code, AN, row, col);
  SSD_Driver SD (SSD, code);
endmodule
module Key_eff(row, col, key);
  input [15:0] key;
  input [3:0] col;
  output [3:0] row;
  assign row[0]= (col[0] & key[0])|(col[1] & key[1])|(col[2] & key[2])|(col[3] & key[3]);
  assign row[1]= (col[0] & key[4])|(col[1] & key[5])|(col[2] & key[6])|(col[3] & key[7]);
  assign row[2]= (col[0] & key[8])|(col[1] & key[9])|(col[2] & key[10])|(col[3] & key[11]);
  assign row[3]= (col[0] & key[12])|(col[1] & key[13])|(col[2] & key[14])|(col[3] & key[15]);
endmodule
module Keypad_Scanner(col,  OR_row, Reset, Clk);
  output [3:0] col;
  input Reset, Clk;
  input OR_row;
  reg [2:0] state=0, next_state;
  reg [3:0] col=4'b1111;
  always @(posedge Clk) begin
    if(Reset==1) state=0;
	 else state=next_state;
	 if(state==1) col=4'b0001; 
	 else if(state==2) col=4'b0010;
	 else if(state==3) col=4'b0100;
	 else if(state==4) col=4'b1000;
	 else if(state==0) col=4'b1111;
  end
  always @(state, OR_row) begin
	 case(state)
	   0: begin if(OR_row==0) next_state=0;
		   else if(OR_row==1) next_state=1;
			else next_state=0;
			end
		1: begin if(OR_row==0) next_state=2;
		   else if(OR_row==1) next_state=5;
			else next_state=0;
			end
		2: begin if(OR_row==0) next_state=3;
		   else if(OR_row==1) next_state=5;
			else next_state=0;
			end
		3: begin if(OR_row==0) next_state=4;
		   else if(OR_row==1) next_state=5;
			else next_state=0;
			end
		4: begin if(OR_row==0) next_state=0;
		   else if(OR_row==1) next_state=5;
			else next_state=0;
			col=4'b1000; end
		5: if(OR_row==0) next_state=0; 
		   else if(OR_row==1) next_state=5;
			else next_state=0;
		default: begin next_state=0;
		   col=4'b1111; end
	 endcase
  end
endmodule
module Keypad_code(code, AN, row, col);
  output [3:0] code, AN;
  input [3:0] col, row;
  assign AN[3:1]=3'b111;
  assign AN[0]=(col[3] & col[2] & col[1] & col[0])|(~(row[0]|row[1]|row[2]|row[3]));
  assign code[0]=col[3] | col[1];
  assign code[1]=col[3] | col[2];
  assign code[2]=row[3] | row[1];
  assign code[3]=row[3] | row[2];
endmodule
module SSD_Driver(SSD, Q);
  input [3:0] Q;
  output [6:0] SSD;
  reg [6:0] SSD;
  always @(Q) begin
	 if(Q==0) SSD=7'b0000001;
	 else if(Q==0) SSD=7'b0000001;
	 else if(Q==1) SSD=7'b1001111;
	 else if(Q==2) SSD=7'b0010010;
	 else if(Q==3) SSD=7'b0000110;
	 else if(Q==4) SSD=7'b1001100;
	 else if(Q==5) SSD=7'b0100100;
	 else if(Q==6) SSD=7'b0100000;
	 else if(Q==7) SSD=7'b0001111;
	 else if(Q==8) SSD=7'b0000000;
	 else if(Q==9) SSD=7'b0000100;
	 else if(Q==10) SSD=7'b0001000;
	 else if(Q==11) SSD=7'b1100000;
	 else if(Q==12) SSD=7'b0110001;
	 else if(Q==13) SSD=7'b1000010;
	 else if(Q==14) SSD=7'b0110000;
	 else SSD=7'b0111000;
  end
endmodule
==> ./run.sh <==
#!/bin/bash
# OpenROAD 26Q1-2900-gdf79404cd8, Yosys 0.63+post, stock flow scripts
make -C /OpenROAD-flow-scripts/flow DESIGN_CONFIG=/design/flow/config.mk WORK_HOME=/design/flow/orfs finish
==> ./config.mk <==
export PLATFORM = sky130hd
export DESIGN_NAME = Keypad
export DESIGN_NICKNAME = Keypad
export VERILOG_FILES = /design/flow/design.v
export SDC_FILE = /design/flow/constraint.sdc
export NUM_CORES = 4
export LEC_CHECK = 1
export CORE_AREA = 10 10 70 70
export DIE_AREA = 0 0 80 80
==> ./constraint.sdc <==
current_design Keypad

set clk_period 4.8
set clk_io_pct 0.2

create_clock -name clk0 -period $clk_period [get_ports {Clk}]

set non_clock_inputs [all_inputs -no_clocks]
set_input_delay [expr $clk_period * $clk_io_pct] -clock clk0 $non_clock_inputs
set_output_delay [expr $clk_period * $clk_io_pct] -clock clk0 [all_outputs]
==> flow_summary.html <==
<h2>Synthesis and place &amp; route</h2>
<table>
<tr><th>Metric</th><th>Value</th></tr>
<tr><th colspan="2">Run status</th></tr>
<tr><td>Result of the run</td><td>stopped before the end</td></tr>
<tr><td>Last stage reached</td><td>synthesis</td></tr>
<tr><td>First error in the log</td><td>ERROR: Found 1 problems in 'check -assert'.</td></tr>
<tr><th colspan="2">Logic synthesis</th></tr>
<tr><td>Post-synth area from yosys stat</td><td>around 550 um2</td></tr>
<tr><td>Register bit total from synthesis</td><td>7</td></tr>
<tr><td>Number of synthesized flops with an enable pin</td><td>0</td></tr>
<tr><td>Netlist cell types</td><td>35</td></tr>
<tr><td>Share of async-settable or async-resettable flops after synthesis</td><td>0</td></tr>
<tr><td>Warning count from the yosys run</td><td>2</td></tr>
<tr><td>Main flop type</td><td>dfxtp_1</td></tr>
<tr><td># Cells Yosys</td><td>between 70 and 80</td></tr>
</table>
-- logic make-up after synthesis --
family,synth area share
xor gates and xnor gates,0.0158
DFF,0.217
buffers and inverters,0.212
other,0.00677
AOI/OAI and AO/OA,0.242
and+or+nand+nor,0.280
latches,0.0271
-- cell usage after synthesis, types with 2 or more instances --
master | count | area share
clkbuf_1 | 2 | 0.014
nor4_1 | 3 | 0.034
dfxtp_1 | 6 | 0.22
nor3_1 | 3 | 0.027
a21oi_1 | 5 | 0.045
buf_4 | 10 | 0.14
nand2_1 | 2 | 0.014
inv_1 | 7 | 0.047
nor2_1 | 8 | 0.054
