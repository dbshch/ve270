## config.mk

```make
export PLATFORM = sky130hd
export DESIGN_NAME = Q1
export DESIGN_NICKNAME = Q1
export VERILOG_FILES = /design/flow/design.v
export SDC_FILE = /design/flow/constraint.sdc
export NUM_CORES = 4
export LEC_CHECK = 1
export CORE_AREA = 10 10 70 70
export DIE_AREA = 0 0 80 80
```

## constraint.sdc

```tcl
current_design Q1

set clk_period 1.0
set clk_io_pct 0.2

create_clock -name clk0 -period $clk_period

set non_clock_inputs [all_inputs -no_clocks]
set_input_delay [expr $clk_period * $clk_io_pct] -clock clk0 $non_clock_inputs
set_output_delay [expr $clk_period * $clk_io_pct] -clock clk0 [all_outputs]
```

## design.v

```verilog
`timescale 1ns / 1ps
module Q1(A,B,sel,F);
   input wire [31:0] A, B;
	input wire sel;
	output wire [31:0] F;
	assign F = sel ? B : A;
endmodule
```

## run.sh

```bash
#!/bin/bash
# OpenROAD 26Q1-2900-gdf79404cd8, Yosys 0.63+post, stock flow scripts
make -C /OpenROAD-flow-scripts/flow DESIGN_CONFIG=/design/flow/config.mk WORK_HOME=/design/flow/orfs finish
```

==> results.cfg <==
; generated from flow reports
[timing]
rsz0062_at_grt = yes
period_needed_ps = 1180
timing.final.crit_share = 1.18
setup_slack_ps = -175
slew_viol_final = 0
setup-violations-final = 32
tightest_slew_ps = 61.1
hold_violations = 0
maxSlewHeadroom = 0.959
timing.fmax_mhz = 851
whs_ps = 694

[worst_hold_path]
min_path_cells = 3
min_path_type = primary input to output pin
min_to = F[24]
hold_start = A[24]

[route]
wl_um = 2850
drt_iter0_drc = 4
ant_nets = 0
remaining_drc_errors = 0
met2_wirelength_um = 1390
routed-wl-met3_um = 313
num_vias = 730
dr.pass1.iters = 2
viasPerCell = 3.80
antenna_cells = 0
wire_per_inst_um = 14.8
highest_layer = met3
wl_met1_um = 1140

[final_layout]
flop_area_um2 = 0
layoutNonFillerInstCount = 192
lay_top_count = dlygate4sd2_1
drive_above_1_share = 0.562
ff_count = 0
layout_top_cells = 40 x dlygate4sd2_1, 32 x mux2_4, 29 x buf_6
clkbuf_count = 0
area_delta_synth_final_pct = 212
post-route-cell-area_um2 = 1700
nFillCells = 327

[critical_path]
crit_path_frequent_cell = buf_12
cp-end-kind = output pin
worstPathRequired_ps = 800
cp_max_fo = 7
startpoint_type = primary input
crit_chain = buf_12 > buf_12 > buf_8 > mux2_4 > buf_6
cp_data_arrival_time_ps = 980
crit_path_top_delay_cell = mux2_4
path_class = primary input to output pin
max_stage_delay_ps = 300

[die]
fp-utilization = 0.159
core_um2 = 3420
dieArea_um2 = 6400
dieWidth_um = 80
io_pins = 97
die_h_um = 80
row_count = 21

[run]
warning_count = 34
max_cap_viol_count = 0

[place]
place_congestion = 0.760
post-place-ws_ps = -497
dpl_cell_area_um2 = 1540
dp_hpwl_um = 2400
port_buffers = 97
dp_cells = 177

[logic_synthesis]
yosysChipArea_um2 = 544
syn_area_um2 = 544
netlist_instances = 36
synth_cell_types = 4
largest_area_cell = mux2_4
synth_top_area_share = 0.828
syn_avg_cell_area_um2 = 15.1
yosysCellCount = 36
ys_seq_frac = 0
area_leaders = mux2_4 83%, buf_12 11%, mux2_2 4.1%
yosys_warnings = 0

[global_route]
grtUsageTotal = 0.0787
grt_pass1_vias = 824
grt-ovfl-total = 0
grt_pass1_wl_um = 4150
grt_max_degree = 8
antenna_found_initial = 0

[outcome]
violations = negative setup slack
status = complete, but fails checks

[clock_tree]
cts_hold_buffers = 0

[power]
ir_worst_vdd_uv = 173
p_per_area_nw_per_um2 = 389
p_leak_nw = 0.990
power by group:
group / switching [mW] / total, mW / leakage, nW / internal [mW]
Sequential: 0 / 0 / 0 / 0
Combinational: 0.141 / 0.660 / 0.990 / 0.519
Clock: 0 / 0 / 0 / 0
final cells by class:
cell class	count	area [um^2]	area share
multi-input cells	32	480	0.283
well taps	46	57.6	0.0339
repair buffers	114	1160	0.683
critical path, delay by kind of cell:
| kind | cells | cell delay [ps] |
|---|---|---|
| mux | 1 | 300 |
| buf+inv | 4 | 470 |
cell families after synthesis:
kind of cell           share of synthesized area
buffers and inverters                      0.131
muxes                                      0.869
synth_stat cells, drive strengths merged:
master and instances:
mux2 32, buf 4
metal layers:
metal	up-vias	GRT usage
li1	362	-
met1	317	0.0897
met2	51	0.143
met3	0	0.0307
met4	0	0
met5	-	0
through the flow:
step,power [mW],setup TNS [ps],utilization
2_1_floorplan,0.206,0,-
3_3_place_gp,0.654,-15250,0.450
3_5_place_dp,0.655,-15270,0.450
4_1_cts,0.644,-5200,0.470
5_1_grt,0.706,-5620,0.497
6_report,0.660,-5030,0.497
how the worst max path moves through the flow:
stage | to | cells after the start | slack [ps] | from
final | F[31] | 5 | -180 | sel
after global routing | F[31] | 5 | -190 | sel
after CTS | F[0] | 5 | -180 | sel
repair_timing:
action	CTS	global route
gates cloned	1	0
resized	170	23
buffers inserted	14	0
setup endpoints to repair	32	32
Power figures rest on the tool's default switching activity, not on a simulated workload.
