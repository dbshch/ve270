File: design/flow/config.mk
export PLATFORM = sky130hd
export DESIGN_NAME = Lab4_code
export DESIGN_NICKNAME = Lab4_code
export VERILOG_FILES = /design/flow/design.v
export SDC_FILE = /design/flow/constraint.sdc
export NUM_CORES = 4
export LEC_CHECK = 1
export CORE_AREA = 10 10 75 75
export DIE_AREA = 0 0 85 85
File: design/flow/constraint.sdc
current_design Lab4_code

set clk_period 2.7
set clk_io_pct 0.2

create_clock -name clk0 -period $clk_period [get_ports {clk}]

set non_clock_inputs [all_inputs -no_clocks]
set_input_delay [expr $clk_period * $clk_io_pct] -clock clk0 $non_clock_inputs
set_output_delay [expr $clk_period * $clk_io_pct] -clock clk0 [all_outputs]
File: design/flow/design.v
`timescale 1ns / 1ps
module Lab4_code(Q, clk, Reset, up, AN, SSD);
  input clk, Reset, up;
  output [3:0] Q, AN;
  output [6:0] SSD;  
  reg [3:0] Q=0, AN=14;
  reg [6:0] SSD=0;
  always @(posedge clk or posedge Reset) begin
    if(Reset==1) Q<=0;
	 else if(up==1) Q<=Q+1;
	 else Q<=Q-1;
	end
	  always @(posedge clk or posedge Reset) begin
	 if(Reset==1) SSD<=7'b0000001;
	 else if(up==1) 
	 if(Q==15) SSD<=7'b0000001;
	 else if(Q==0) SSD<=7'b1001111;
	 else if(Q==1) SSD<=7'b0010010;
	 else if(Q==2) SSD<=7'b0000110;
	 else if(Q==3) SSD<=7'b1001100;
	 else if(Q==4) SSD<=7'b0100100;
	 else if(Q==5) SSD<=7'b0100000;
	 else if(Q==6) SSD<=7'b0001111;
	 else if(Q==7) SSD<=7'b0000000;
	 else if(Q==8) SSD<=7'b0000100;
	 else if(Q==9) SSD<=7'b0001000;
	 else if(Q==10) SSD<=7'b1100000;
	 else if(Q==11) SSD<=7'b0110001;
	 else if(Q==12) SSD<=7'b1000010;
	 else if(Q==13) SSD<=7'b0110000;
	 else SSD<=7'b0111000;
	 else
	 	 if(Q==1) SSD<=7'b0000001;
	 else if(Q==2) SSD<=7'b1001111;
	 else if(Q==3) SSD<=7'b0010010;
	 else if(Q==4) SSD<=7'b0000110;
	 else if(Q==5) SSD<=7'b1001100;
	 else if(Q==6) SSD<=7'b0100100;
	 else if(Q==7) SSD<=7'b0100000;
	 else if(Q==8) SSD<=7'b0001111;
	 else if(Q==9) SSD<=7'b0000000;
	 else if(Q==10) SSD<=7'b0000100;
	 else if(Q==11) SSD<=7'b0001000;
	 else if(Q==12) SSD<=7'b1100000;
	 else if(Q==13) SSD<=7'b0110001;
	 else if(Q==14) SSD<=7'b1000010;
	 else if(Q==15) SSD<=7'b0110000;
	 else SSD<=7'b0111000;
	 end
endmodule
File: design/flow/run.sh
#!/bin/bash
# OpenROAD 26Q1-2900-gdf79404cd8, Yosys 0.63+post, stock flow scripts
make -C /OpenROAD-flow-scripts/flow DESIGN_CONFIG=/design/flow/config.mk WORK_HOME=/design/flow/orfs finish
==> flow_metrics.rpt <==
PHYSICAL IMPLEMENTATION REPORT
----------------------------------------------------
[Critical path]
  Critical Path Stages ........................ 1
  Setup crit start kind ........................ flip-flop
  Arrival time of data at the critical path endpoint ........................ 1.58 ns
  Required time of the critical path ........................ 2.16 ns
  Capturing element type of the critical path ........................ primary output
  Critical Path, Cell by Cell ........................ clkdlybuf4s50_1
  Crit path kind ........................ flip-flop to primary output
  Largest fanout on the critical path ........................ 19
  Cell with the largest stage delay on the worst path ........................ sky130_fd_sc_hd__dfrtp_1
  Buffers and inverters on the worst path ........................ 1
  Gate family responsible for the most delay along the worst path ........................ flip-flops
  Critical Path Max Stage Delay ........................ 0.75 ns
  Worst r2r path cells ........................ 6

[GRT]
  Gr ovfl total ........................ 0
  Global-route wire length before repair ........................ 3920 um
  Initial antenna violation count ........................ 0
  Pin count of the biggest net entering global routing ........................ 23
  Via count of the first global-routing pass ........................ 776
  Total track usage ........................ 6.29%

[STA]
  Number of setup violations in the final report ........................ 0
  Final critical path time including I/O delays and setup ........................ 2.12 ns
  Maximum clock rate ........................ 472 MHz
  Share of the cycle needed by the critical path after routing ........................ 78.5%
  Setup repair after global routing missed its margin ........................ false
  Slew margin rel. ........................ 52.0%
  Least-Margin Pin Slew ........................ 0.718 ns
  Clock skew ........................ 0.00471 ns
  Final tally of max-slew violations ........................ 0
  Count of endpoints failing hold in the final timing report ........................ 0
  Final-layout setup total negative slack ........................ 0 ns

[Clock tree]
  Number of sinks driven by the clock tree ........................ 11
  Clock-pin slew reported for the worst setup and hold paths after clock tree synthesis ........................ 0.05 ns
  Number of hold-repair buffers added at the cts stage ........................ 0
  Post-CTS Setup Inserts ........................ 0
  CTS Buf Count ........................ 3
  CTS tree ........................ built
  Max H-tree Level ........................ 1
  Cell resize tally after clock tree synthesis ........................ 0
  Buffer depth of the longest clock path ........................ 2
  Clock Root Buffer ........................ sky130_fd_sc_hd__clkbuf_8
  Insertion delay at the late pin of the worst-skew pair ........................ 0.24 ns

[Synth]
  Post-synthesis register bit count ........................ 11
  Total number of yosys warnings ........................ 1
  # Cells Yosys ........................ 118
  Number of distinct standard cells referenced by the synthesized netlist ........................ 41
  Synth Area per Inst ........................ 8.25 um^2
  Portion of the post-synthesis area used by sequential elements ........................ 28.4%
  Summed instance area of the synthesized netlist ........................ 973 um^2
  Top post-synthesis cells by area ........................ sky130_fd_sc_hd__dfrtp_1, sky130_fd_sc_hd__ha_1, sky130_fd_sc_hd__buf_4
  Synthesized chip area reported by yosys ........................ 973 um^2
  Number of cells produced by synthesis ........................ 118
  Proportion of netlist area held by the largest area contributor ........................ 25.7%
  Cell taking the most area after synthesis ........................ sky130_fd_sc_hd__dfrtp_1

[Place]
  Number of input and output port buffers inserted ........................ 13
  Cell Count Post-Placement ........................ 170
  Post-detailed-placement half-perimeter wirelength ........................ 1780 um
  Final weighted congestion of routability-driven global placement ........................ 0.935
  Post-Place Cell Area ........................ 1090 um^2

[Run status]
  Status ........................ complete, no violations

[Flow run]
  Number of violations of the max-capacitance limit ........................ 0
  OpenROAD warning count ........................ 29

[Routing]
  Total Wirelength ........................ 2430 um
  Remaining design rule violation count ........................ 0
  Number of vias after detailed routing ........................ 880
  Average routed wire per standard cell ........................ 14.0 um
  DR pass1 iterations ........................ 4
  Diode insertion count for antenna repair ........................ 0
  Detail Route Antenna Nets ........................ 0
  Violation count after the first detailed-route iteration ........................ 120
  Average vias per placed instance ........................ 5.06

[Die]
  I/O pin count ........................ 18
  Die width ........................ 85 um
  Core Util at FP ........................ 24.0%
  Vertical die size ........................ 85 um
  Num rows ........................ 23
  Core Region ........................ 4060 um^2
  Area of the die ........................ 7230 um^2

[Pwr]
  PD cells ........................ 1090 nW/um^2
  Static leakage power ........................ 0.447 nW
  Peak VDD IR ........................ 0.491 mV

[Layout]
  Post-Route Utilization ........................ 27.9%
  Synthesis-to-finish area growth ........................ 16.3%
  Final Cell Area ........................ 1130 um^2
  Filler cells ........................ 431
  Number of non-filler instances in the completed layout ........................ 174
  Most used cells in the layout excluding fill and tap cells ........................ sky130_fd_sc_hd__clkdlybuf4s50_1, sky130_fd_sc_hd__dfrtp_1, sky130_fd_sc_hd__nand2_1, sky130_fd_sc_hd__o21ai_0, sky130_fd_sc_hd__nor2_1
  Most frequent logic cell in the layout ........................ sky130_fd_sc_hd__clkdlybuf4s50_1
  Ratio of cells with drive above 1 in the final layout ........................ 8.06%

[Worst hold path]
  Class of the tightest hold or removal check ........................ flip-flop to flip-flop
  Number of cells traversed by the worst hold path ........................ 1

----------------------------------------------------
==> layout make-up <==
| cell class | count | area [um^2] | area share [%] |
|---|---|---|---|
| clock buffers | 4 | 45.0 | 3.98 |
| multi-input cells | 88 | 584 | 51.6 |
| flip-flops and latches | 11 | 277 | 24.4 |
| well taps | 50 | 62.6 | 5.52 |
| inverters | 7 | 26.3 | 2.32 |
| repair buffers | 14 | 138 | 12.2 |
==> power by group <==
group          leakage (nW)  switching (mW)  total [mW]  internal [mW]
Combinational         0.287           0.360       0.724          0.364
Clock                0.0228          0.0615       0.165          0.104
Sequential            0.137           0.107       0.346          0.240
Total                 0.447           0.528        1.24          0.707
==> metal layers <==
metal | track usage [%] | part of all wire, % | vias to the layer above
li1 | - | - | 425
met1 | 9.10 | 42 | 402
met2 | 8.92 | 43 | 51
met3 | 2.12 | 12 | 2
met4 | 1.05 | 1.8 | 0
met5 | 0 | 0 | -
==> Yosys cell counts <==
library cell,number
sky130_fd_sc_hd__o2bb2ai_1,1
sky130_fd_sc_hd__nor2_1,8
sky130_fd_sc_hd__a21oi_1,4
sky130_fd_sc_hd__o21ai_0,9
sky130_fd_sc_hd__nand4b_1,1
sky130_fd_sc_hd__inv_2,2
sky130_fd_sc_hd__a31oi_1,1
sky130_fd_sc_hd__buf_4,7
sky130_fd_sc_hd__a21o_1,1
sky130_fd_sc_hd__and2_1,2
sky130_fd_sc_hd__nor2b_1,3
sky130_fd_sc_hd__xnor2_1,4
sky130_fd_sc_hd__nand3b_1,1
sky130_fd_sc_hd__dfrtp_1,10
sky130_fd_sc_hd__nand3_1,2
sky130_fd_sc_hd__ha_1,5
sky130_fd_sc_hd__a221oi_1,3
sky130_fd_sc_hd__nand2_1,9
sky130_fd_sc_hd__dfstp_2,1
sky130_fd_sc_hd__o31ai_1,2
sky130_fd_sc_hd__o22ai_1,2
sky130_fd_sc_hd__or2_2,1
sky130_fd_sc_hd__nor2b_2,1
sky130_fd_sc_hd__inv_1,5
sky130_fd_sc_hd__o21ai_1,1
sky130_fd_sc_hd__o41ai_2,1
sky130_fd_sc_hd__a32oi_1,4
sky130_fd_sc_hd__a221o_1,1
sky130_fd_sc_hd__a22o_1,1
sky130_fd_sc_hd__a211oi_1,2
sky130_fd_sc_hd__a2bb2oi_1,1
sky130_fd_sc_hd__mux2i_1,1
sky130_fd_sc_hd__buf_2,6
sky130_fd_sc_hd__or3_1,2
sky130_fd_sc_hd__a211o_1,1
sky130_fd_sc_hd__nand2b_1,4
sky130_fd_sc_hd__a22oi_1,3
sky130_fd_sc_hd__a311o_1,1
sky130_fd_sc_hd__nand4_1,1
sky130_fd_sc_hd__conb_1,2
sky130_fd_sc_hd__buf_6,1
==> worst paths after layout <==
path                                startpoint               end  slack, ns
worst min-delay path            Q[0]$_DFF_PP0_    Q[0]$_DFF_PP0_       0.56
worst min register to register  Q[0]$_DFF_PP0_    Q[0]$_DFF_PP0_       0.56
worst max register to register  Q[0]$_DFF_PP0_  SSD[3]$_DFF_PP0_       0.66
max in group asynchronous                Reset  SSD[0]$_DFF_PP1_       1.76
min in group asynchronous                Reset  SSD[5]$_DFF_PP0_       0.61
worst max-delay path            Q[2]$_DFF_PP0_              Q[2]       0.58
==> logic make-up (layout without fill, tap and decap cells) <==
| kind of cell | Yosys count | in the layout | synth area share [%] |
|---|---|---|---|
| AND-OR/OR-AND | 39 | 39 | 28.9 |
| adder cells (fa/ha/maj) | 5 | 5 | 6.43 |
| AND/OR/NAND/NOR | 35 | 35 | 18.5 |
| multiplexers | 1 | 1 | 1.03 |
| flip-flops | 11 | 11 | 28.4 |
| XOR/XNOR | 4 | 4 | 3.60 |
| buffers and inverters | 21 | 25 | 12.3 |
| other | 2 | 4 | 0.771 |
==> through the flow <==
step / total power, mW / setup WS (ns) / hold WS (ns)
global placement: 1.07 / 0.677 / 0.540
detailed placement: 1.07 / 0.733 / 0.569
CTS: 1.24 / 0.587 / 0.571
global route: 1.36 / 0.490 / 0.600
finish: 1.24 / 0.580 / 0.564
floorplan: 0.865 / 1.07 / 0.392
==> sequential cells by signal, summed over array words and instances (netlist names) <==
signal	flops
Q	4
SSD	7
Power figures rest on the tool's default switching activity, not on a simulated workload.
